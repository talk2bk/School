**design/flow/design.v**
```verilog
module alu(result, op1, op2, oprn);
input [(32 -1):0] op1;  
input [(32 -1):0] op2;  
input [(6 -1):0] oprn;  
output [(32 -1):0] result;  
reg [(32 -1):0] result;
always @ (op1 or op2 or oprn)
begin
    case (oprn)
        6'h01 : result = op1 + op2;  
	6'h02 : result = op1 - op2;  
	6'h03 : result = op1 * op2;  
	6'h04 : result = op1 && op2;  
	6'h05 : result = op1 || op2;  
	6'h06 : result = !(op1 || op2);  
	6'h07 : result = !(op1 && op2);  
        default: result = 32'hxxxxxxxx;
    endcase
end
endmodule
```
**design/flow/run.sh**
```bash
#!/bin/bash
# OpenROAD 26Q1-2900-gdf79404cd8, Yosys 0.63+post, stock flow scripts
make -C /OpenROAD-flow-scripts/flow DESIGN_CONFIG=/design/flow/config.mk WORK_HOME=/design/flow/orfs finish
```
**design/flow/config.mk**
```make
export PLATFORM = sky130hd
export DESIGN_NAME = alu
export DESIGN_NICKNAME = alu
export VERILOG_FILES = /design/flow/design.v
export SDC_FILE = /design/flow/constraint.sdc
export NUM_CORES = 4
export LEC_CHECK = 1
export CORE_UTILIZATION = 30
```
**design/flow/constraint.sdc**
```tcl
current_design alu

set clk_period 27.7
set clk_io_pct 0.2

create_clock -name clk0 -period $clk_period

set non_clock_inputs [all_inputs -no_clocks]
set_input_delay [expr $clk_period * $clk_io_pct] -clock clk0 $non_clock_inputs
set_output_delay [expr $clk_period * $clk_io_pct] -clock clk0 [all_outputs]
```
==> metrics.csv <==
metric,value,unit
drt initial violations,699,
GR met1 Demand/Resource,0.2518,
final slew viol count,0,
number of antenna cells inserted,0,
Crit-path slowest cell,o41ai_1,
Antenna Violating Nets Remaining,0,
kind of critical path,in2out,
cts hold-fix bufs,0,
die extent in x,249.4,um
CP endpoint kind,output port,
synth-to-layout area growth,10.30,%
Routed WL,52.93,mm
Filler Cell Count,6047,
Syn Inst Count,2131,
hold depth,5,
Netlist cell types,64,
total grt overflow,0,
Worst Hold Class,in2out,
# rows,90,
Floorplan Utilization,0.3038,
GRT met3 Usage,0.08159,
Overall Global Routing Usage,0.1877,
hold endpoint,result[0],
post-CTS setup buffers,0,
DR vias/cell,4.868,
Setup crit start kind,primary input,
Max-Cap Viols,0,
dpl ws,8312,ps
post-synthesis sequential area ratio,0,
final setup vio count,0,
Clock Buffer Count,0,
Tcrit/Tclk final,0.7043,
Top delay family on crit path,adder cells,
Achievable Freq,51.25,MHz
status,"finished, final reports clean",
cells in synth_stat.txt,2131,
largest net degree at the start of global routing,37,
grt peak-use layer,met2,
measured slew at the worst slew-check pin,904.3,ps
IO Count,102,
vias in the first global route,15478,
Final Hold Violation Tally,0,
Mean Syn Cell Area,8.620,sq um
post-CTS resize count,0,
HP Start,oprn[1],
die height,249.4,um
critical path data required time,22160,ps
crit-path max FO,28,
Final min period,19510,ps
first-pass GRT wire length,86.64,mm
area reported by Yosys stat,18370,sq um
Relative slew margins,0.3953,
gpl congestion,0.9350,
total iterations of the first detailed-routing run,7,
Seq cells,0,
RSZ-0062 raised after global routing,false,
Seq. cell area,0,sq um
Synth Cell Area,18370,sq um
# DRC,0,
Setup TNS Final,0,ps
Final HPWL DP,41.36,mm
OpenROAD warning count,33,
via count,14323,
Most common cell on crit path,fa_1,
Final WS setup,8190,ps
critical path buffer and inverter count,7,
Port-buffer cells,102,
ratio of cells with drive above 1 in the final layout,0.02731,
core area,60470,sq um
CP arrival,13970,ps
Routed wire per std cell,17.99,um
Max stage delay on crit path,750,ps
initial antenna violation count,0,
met2 track utilization from global routing,0.2939,
Syn. warnings,1,
die area,62220,sq um
cell usage in the layout, fill, tap and decap left out, drive strengths merged, types with 3 or more instances in the layout:
cell / count
a211oi: 8
a21boi: 7
a21o: 23
a21oi: 64
a31oi: 7
and2: 305
and3: 8
buf: 44
clkdlybuf4s50: 102
fa: 409
ha: 156
inv: 397
mux2i: 3
nand2: 254
nand2b: 8
nand3: 13
nand4: 6
nor2: 44
nor2b: 9
nor3: 21
nor3b: 4
nor4: 10
nor4b: 5
o21a: 10
o21ai: 37
o21bai: 5
o22ai: 17
o31ai: 8
o32ai: 4
o41ai: 3
or3: 3
xnor2: 98
xor2: 36
metal layers:
metal  routed length (um)  part of all wire  up-vias
met2                24520              0.46      678
li1                     -                 -     6535
met3                 5877              0.11       62
met4                 1073             0.020        0
met5                    0                 0        -
met1                21450              0.41     7048
cell families (layout without fill, tap and decap cells):
kind of cell / Yosys count / count (layout) / synth area share
adder cells (fa/ha/maj): 567 / 567 / 0.5531
multiplexers: 3 / 3 / 0.001635
buffers and inverters: 514 / 543 / 0.1051
AND/OR/NAND/NOR: 698 / 698 / 0.1971
AND-OR/OR-AND: 215 / 215 / 0.07915
XOR/XNOR: 134 / 134 / 0.06389
synth_stat cells (20+ instances only):
master | count | area [sq um]
fa_1 | 409 | 8188
xor2_1 | 36 | 315.3
ha_1 | 156 | 1952
inv_1 | 397 | 1490
clkbuf_1 | 116 | 435.4
a21oi_1 | 64 | 320.3
nor2_1 | 44 | 165.2
xnor2_1 | 98 | 858.3
a21o_1 | 23 | 172.7
nor3_1 | 20 | 100.1
and2_1 | 305 | 1908
o21ai_0 | 33 | 165.2
nand2_1 | 254 | 953.4
through the flow:
stage | utilization | hold slack (ps) | instances | area [sq um]
6_report | 0.3351 | 12170 | 2942 | 20260
5_1_grt | 0.3351 | 12240 | 2942 | 20260
4_1_cts | 0.3351 | 12170 | 2942 | 20260
3_5_place_dp | 0.3351 | 12160 | 2942 | 20260
3_3_place_gp | 0.3351 | 12150 | 2942 | 20260
2_1_floorplan | - | 11240 | 2131 | 18370
worst max path at each step:
stage                        end  slack [ps]  depth (start not counted)  startpoint
after CTS             result[31]        8240                         26      op2[6]
after global routing  result[31]        7790                         26      op2[6]
final                 result[31]        8190                         26      op2[6]
cell type report:
type	count	area, sq um	area share
Timing Repair Buffer	146	1351	0.06670
Inverter	397	1490	0.07355
Multi-Input combinational cell	1617	16440	0.8115
Tap cell	782	978.4	0.04829
tightest hold or removal path, stage by stage:
cell and delay, ps:
clkdlybuf4s50_1 420, inv_1 80, a21o_1 110, o21ai_1 70, clkdlybuf4s50_1 410
